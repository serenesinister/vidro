### design/flow/run.sh
#!/bin/bash
# OpenROAD 26Q1-2900-gdf79404cd8, Yosys 0.63+post, stock flow scripts
make -C /OpenROAD-flow-scripts/flow DESIGN_CONFIG=/design/flow/config.mk WORK_HOME=/design/flow/orfs finish
### design/flow/constraint.sdc
current_design Relogio_Digital

set clk_period 4.9
set clk_io_pct 0.2

create_clock -name clk0 -period $clk_period [get_ports {clk}]

set non_clock_inputs [all_inputs -no_clocks]
set_input_delay [expr $clk_period * $clk_io_pct] -clock clk0 $non_clock_inputs
set_output_delay [expr $clk_period * $clk_io_pct] -clock clk0 [all_outputs]
### design/flow/config.mk
export PLATFORM = sky130hd
export DESIGN_NAME = Relogio_Digital
export DESIGN_NICKNAME = Relogio_Digital
export VERILOG_FILES = /design/flow/design.v
export SDC_FILE = /design/flow/constraint.sdc
export NUM_CORES = 4
export LEC_CHECK = 1
export CORE_UTILIZATION = 40
### design/flow/design.v
module Relogio_Digital (
    input clk,                
    input reset,              
    input btn_ajuste,         
    input btn_inc,            
    output [6:0] display_unidade_min,   
    output [6:0] display_unidade_hora,   
    output [6:0] display_dezena_hora,    
    output [6:0] display_dezena_min,     
    output [7:0] leds,         
    output wire seg_ponto      
);
    wire [5:0] segundos, minutos;  
    wire [4:0] horas;              
    wire ajustando;                
    wire [1:0] estado;             
    Contador_Relogio contador (
        .clk(clk),                 
        .reset(reset),             
        .btn_ajuste(btn_ajuste),   
        .btn_inc(btn_inc),         
        .segundos(segundos),       
        .minutos(minutos),         
        .horas(horas),             
        .ajustando(ajustando),     
        .estado(estado)            
    );
    Display_7Seg display (
        .horas(horas),                         
        .minutos(minutos),                     
        .display_unidade_min(display_unidade_min),   
        .display_unidade_hora(display_unidade_hora),  
        .display_dezena_hora(display_dezena_hora),    
        .display_dezena_min(display_dezena_min)       
    );
    assign seg_ponto = 1;  
    assign leds = segundos;  
endmodule
module Contador_Relogio (
    input clk,                     
    input reset,                   
    input btn_ajuste,             
    input btn_inc,                
    output reg [5:0] segundos = 0,  
    output reg [5:0] minutos = 0,    
    output reg [4:0] horas = 0,      
    output reg ajustando = 0,        
    output reg [1:0] estado = 0       
);
    reg [3:0] dezena_min = 0;  
    always @(posedge clk or posedge reset) begin
        if (reset) begin
            horas <= 0;                
            minutos <= 0;              
            dezena_min <= 0;           
            segundos <= 0;             
            ajustando <= 0;            
            estado <= 0;               
        end else begin
            if (btn_ajuste) begin
                estado <= (estado + 1) % 3;  
            end
            if (estado == 0) begin
                segundos <= segundos + 1;   
                if (segundos == 59) begin
                    segundos <= 0;               
                    minutos <= minutos + 1;       
                    if (minutos == 59) begin
                        minutos <= 0;               
                        horas <= (horas + 1) % 24;   
                    end
                end
            end else if (estado == 1) begin
                if (btn_inc) begin
                    if (minutos % 10 == 9) begin
                        dezena_min <= (dezena_min + 1) % 6;  
                    end
                    minutos <= (minutos + 1) % 60;   
                end
            end else if (estado == 2) begin
                if (btn_inc) begin
                    horas <= (horas + 1) % 24;   
                end
            end
        end
    end
endmodule
module Display_7Seg (
    input [4:0] horas,           
    input [5:0] minutos,         
    output reg [6:0] display_unidade_min,   
    output reg [6:0] display_unidade_hora,  
    output reg [6:0] display_dezena_hora,   
    output reg [6:0] display_dezena_min     
);
    always @(*) begin
        display_dezena_hora = hora_para_7seg(horas / 10);         
        display_unidade_hora = hora_para_7seg(horas % 10);        
        display_dezena_min = min_para_7seg(minutos / 10);         
        display_unidade_min = min_para_7seg(minutos % 10);        
    end
    function [6:0] hora_para_7seg(input [3:0] valor);
        case (valor)
            0: hora_para_7seg = 7'b1111110;  
            1: hora_para_7seg = 7'b0110000;  
            2: hora_para_7seg = 7'b1101101;  
            3: hora_para_7seg = 7'b1111001;  
            4: hora_para_7seg = 7'b0110011;  
            5: hora_para_7seg = 7'b1011011;  
            6: hora_para_7seg = 7'b1011111;  
            7: hora_para_7seg = 7'b1110000;  
            8: hora_para_7seg = 7'b1111111;  
            9: hora_para_7seg = 7'b1110011;  
            default: hora_para_7seg = 7'b0000000;  
        endcase
    endfunction
    function [6:0] min_para_7seg(input [3:0] valor);
        case (valor)
            0: min_para_7seg = 7'b1111110;  
            1: min_para_7seg = 7'b0110000;  
            2: min_para_7seg = 7'b1101101;  
            3: min_para_7seg = 7'b1111001;  
            4: min_para_7seg = 7'b0110011;  
            5: min_para_7seg = 7'b1011011;  
            6: min_para_7seg = 7'b1011111;  
            7: min_para_7seg = 7'b1110000;  
            8: min_para_7seg = 7'b1111111;  
            9: min_para_7seg = 7'b1110011;  
            default: min_para_7seg = 7'b0000000;  
        endcase
    endfunction
endmodule
==> impl_metrics.yaml <==
# generated from flow reports
status:
  status: "finished, final reports clean"
routing:
  via_count: 2261
  drtIter0Drc: 105
  ant_nets: 0
  n_antenna_cell: 0
  drt_pass1_iterations: 4
  viasPerCell: 5.17
  routed_wl_mm: 5.14
  drc_errors: 0
  wire_per_inst_um: 11.8
floorplanning:
  die.size.y_um: 82.0
  rows: 28
  fp_util_pct: 42.3
  chip_area_um2: 6730
  io_pins: 41
  chipWidth_um: 82.0
  core-area_um2: 6060
setup_path:
  r2r-start: "contador.estado[1]"
  arrival_ps: 3620
  path_max_fanout: 10
  rrSetupSlack_ps: 840
  critPathLaunchType: "flip-flop"
  required_ps: 3920
  critPathKind: "reg -> out"
  reg2reg_depth: 15
  regToRegEndpoint: "contador.horas[4]"
  critPathCaptureType: "output port"
clock_tree:
  numCtsBuffers: 3
  clock_path_buffers: 2
  hold_buffers: 0
  clock.latency.late_pin_ps: 250
  clk_pin_slew_ps: 70
  ctsHtreeMaxLevel: 1
  cts_tree: "built"
  ctsRootBufferMaster: "clkbuf_8"
  cts.sinks: 19
run:
  maxCapViolCount: 0
  warnings: 48
sta:
  worst_pin_slew_ps: 807
  period_used_pct: 93.8
  final_hold_viol_count: 0
  report.final.slew_viol_count: 0
  clock.fmax_mhz: 217
  min_period_ps: 4600
  fin_skew_ps: 0.552
  hold_ws_ps: 539
  finalSetupViolations: 0
  setup-tns-final_ps: 0
  slew_headroom_pct: 45.8
  rsz0062_at_grt: "yes"
logic_synthesis:
  syn_inst: 330
  syn-cell-area_um2: 2560
  edf_count: 0
  avgSynthCellArea_um2: 7.76
  yosysUniqueCellTypes: 55
  yosys-stat-cells: 330
  yosys_warnings: 2
  synth_chip_area_um2: 2560
  async_flop_share_pct: 100
  synth_flops: 19
  yosysSeqAreaShare_pct: 18.6
  ff_type: "dfrtp_1"
global_route:
  grt_overflow_total: 0
  grt_pass1_vias: 1905
  grt_pass1_wl_mm: 8.86
  antenna_found_initial: 0
  grt_max_degree: 20
  gr-usage-all-layers_pct: 16.7
min_path:
  min_path_type: "reg -> reg"
  whs_endpoint: "contador.segundos[4]"
  worstHoldStart: "contador.segundos[4]"
  min_path_cells: 1
place:
  placed_area_um2: 2960
  gp_congestion: 0.836
  dpl.hpwl_mm: 3.99
  port_buffers: 36
cells_and_area:
  design_area_um2: 3040
  lay_top_cells: "38 x ha_1, 36 x clkdlybuf4s50_1, 35 x nand2_1, 35 x nor2_1"
  mostFrequentLayoutCell: "ha_1"
  final_layout_size_suffix_gt1_share_pct: 10.8
  area_growth_pct: 18.6
-- worst max-delay path by stage --
stage | start | end | slack, ps | depth (start not counted)
6_report | contador.minutos[4] | display_unidade_min[5] | 300 | 16
5_1_grt | contador.minutos[4] | display_unidade_min[0] | -20 | 16
4_1_cts | contador.minutos[4] | display_unidade_min[6] | 140 | 16
-- kinds of logic after synthesis --
family | count (synthesis) | synth area share, %
simple gates | 122 | 23.5
compound gates | 79 | 19.7
fa+ha+maj | 40 | 19.4
buf+inv | 40 | 7.28
flops | 19 | 18.6
xor+xnor | 14 | 4.79
mux | 14 | 6.40
other cells | 2 | 0.293
-- stage by stage --
stage          cells  setup slack, ps  util [%]
6_report         437              302      50.1
5_1_grt          437            -19.4      50.1
4_1_cts          435              144      49.6
3_5_place_dp     431              431      48.8
3_3_place_gp     431              510      48.8
2_1_floorplan    332              765         -
-- area by class of cell --
cell class,instances,area [µm²]
well taps,75,93.8
clock buffers,3,41.3
flip-flops and latches,19,477
fillers,595,3020
repair buffers,43,410
clock inverters,1,5.00
inverters,23,86.3
multi-input cells,273,1920
-- flip-flops by register name, indices dropped and copies added (netlist names) --
register,cells
contador.horas,5
contador.minutos,6
contador.segundos,6
contador.estado,2
-- worst max-delay path, cell delays in order (launching register included) --
cell and delay (ps):
dfrtp_2 470, inv_1 110, ha_1 140, inv_1 40, ha_1 250, nand2b_1 150, o21ai_2 160, o21ai_2 120
xnor2_2 200, ha_2 250, nor2b_1 60, a221o_1 300, a22oi_1 210, buf_2 210, nor2_1 50, o21ai_0 170
clkdlybuf4s50_1 480
-- repair_timing --
item	4_1_cts	5_1_grt
endpoints found under the setup margin	0	7
setup buffers	0	1
resized	0	6
-- cells in the mapped netlist, types with 3 or more instances --
cell / n / area, µm²
a21oi_1: 19 / 95.1
a31oi_1: 5 / 31.3
and2_1: 3 / 18.8
and3_1: 3 / 18.8
buf_2: 5 / 25.0
buf_4: 8 / 60.1
clkbuf_1: 4 / 15.0
dfrtp_1: 19 / 475
ha_1: 39 / 488
inv_1: 23 / 86.3
mux2_2: 5 / 56.3
mux2i_1: 5 / 50.1
nand2_1: 35 / 131
nand2b_1: 7 / 43.8
nand3_1: 3 / 15.0
nand4_1: 4 / 25.0
nor2_1: 35 / 131
nor2b_1: 5 / 31.3
nor3_1: 8 / 40.0
o211ai_1: 3 / 22.5
o21ai_0: 23 / 115
o21ai_1: 5 / 25.0
o22ai_1: 3 / 18.8
or2_2: 5 / 31.3
xnor2_1: 12 / 105
-- routing by layer --
layer / part of all wire [%] / up-vias / track usage [%]
met2: 42 / 36 / 24.2
met5: 0 / - / 0
met3: 3.2 / 2 / 0.451
met4: 0.41 / 0 / 1.40
li1: - / 1204 / -
met1: 54 / 1019 / 28.4
